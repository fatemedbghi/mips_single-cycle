==> flow/design.v <==
module regFile(input clk, regWrite, input[4:0] readReg1,readReg2, writeReg, input[31:0] writeData, output reg[31:0] regData1,regData2);
  reg[0:31] regData[31:0];
  always@(readReg1, regData[readReg1])begin
    if(readReg1 == 5'b0) regData1 <= 32'b0;
    else regData1 <= regData[readReg1];
  end
  always@(readReg2, regData[readReg2])begin
    if(readReg2 == 5'b0) regData2 <= 32'b0;
    else regData2 <= regData[readReg2];
  end
  always@(posedge clk) begin
		if(regWrite) regData[writeReg] <= writeData;
	end
endmodule
==> flow/run.sh <==
#!/bin/bash
# OpenROAD 26Q1-2900-gdf79404cd8, Yosys 0.63+post, stock flow scripts
make -C /OpenROAD-flow-scripts/flow DESIGN_CONFIG=/design/flow/config.mk WORK_HOME=/design/flow/orfs finish
==> flow/config.mk <==
export PLATFORM = sky130hd
export DESIGN_NAME = regFile
export DESIGN_NICKNAME = regFile
export VERILOG_FILES = /design/flow/design.v
export SDC_FILE = /design/flow/constraint.sdc
export NUM_CORES = 4
export LEC_CHECK = 1
export CORE_UTILIZATION = 30
==> flow/constraint.sdc <==
current_design regFile

set clk_period 5.7
set clk_io_pct 0.2

create_clock -name clk0 -period $clk_period [get_ports {clk}]

set non_clock_inputs [all_inputs -no_clocks]
set_input_delay [expr $clk_period * $clk_io_pct] -clock clk0 $non_clock_inputs
set_output_delay [expr $clk_period * $clk_io_pct] -clock clk0 [all_outputs]
==> metrics.yaml <==
sta:
  min_period_ns: 5.54
  slew_headroom_pct: 33.4
  fmax_mhz: 180
  finalSetupViolCount: 0
  timing.final.crit_share_pct: 97.2
  setup_tns_ns: 0
  rsz0062_at_grt: "false"
  hold_viol: 0
  tightest_slew_ns: 0.997
  drv_slew: 0
min_path:
  hp-class: "input pin to flop"
  hp-start: "writeData[21]"
job:
  tool_warnings: 26
  drv_cap: 0
final_layout:
  reg_top3: "regData (1024)"
  largest-register: "regData"
  flop_area_um2: 30700
  drive_gt1_share_pct: 31.7
  syn_to_final_growth_pct: 18.1
  fin_util_pct: 35.8
  nFillCells: 14000
  logic_area_um2: 15400
  largest_register_ffs: 1024
  final_area_um2: 55500
  finalNonFillerCells: 4760
status:
  outcome: "finished, final reports clean"
placed_design:
  hpwl_um: 91800
  placedInstanceArea_um2: 51800
  placed_cells: 4559
  gp_congestion: 0.908
  portBuffers: 112
clocking:
  cts_tree: "built"
  cts-root-buf: "clkbuf_16"
  cts.sinks: 1024
  cts_buffer_depth: 3
  cts.clk_slew.worst_paths_ns: 0.06
  postCtsSetupBuffers: 0
  h-tree-depth: 3
  cts_inserted_buffers: 105
power:
  p_sw_share_pct: 22.3
  sequentialPowerShare_pct: 48.7
  combPwrFrac_pct: 9.1
  switching_power_mw: 3.86
  internal_power_mw: 13.4
  power.total_mw: 17.3
  p_per_area_nw_per_um2: 312
  peakVddDrop_mv: 0.239
  power.leakage_nw: 17.7
  power_frac_clock_pct: 42.2
setup_path:
  worstSetupPathType: "input pin to primary output"
  cp_slowest_cell: "nor3_1"
  crit_chain: "clkdlybuf4s50_1 -> buf_4 -> and2_4 -> buf_4 -> a22o_1 -> a2111oi_0 -> nor3_1 -> buf_4 -> clkdlybuf4s50_1"
  crit_path_start_kind: "input pin"
  cp-end-kind: "primary output"
  required_ns: 4.56
  worstSetupStartpoint: "readReg1[3]"
  worst-path-buf-inv: 5
  max_stage_delay_ns: 0.65
  critPathMostFrequentCell: "buf_4"
  cp_max_fo: 22
  path_delay_family: "buffers and inverters"
  crit_arrival_ns: 4.40
routing:
  finalWirelength_um: 147000
  drtIter0Drc: 1580
  ant_nets: 0
  drcViolationCount: 0
  num_vias: 26600
  viasPerCell: 5.58
  dr.pass1.iters: 7
  wl_per_cell_um: 31.0
floorplan:
  dieArea_um2: 158000
  rows: 144
  die_w_um: 398
  die_y_um: 398
  io_pins: 113
  core_um2: 155000
  fp_util_pct: 30.3
synth:
  ys_sh_aoi_pct: 5.41
  synth.area.top_cells: "edfxtp_1 65%, mux4_2 20%, mux2i_1 3.9%"
  syn_inst: 2400
  top_cell: "edfxtp_1"
  edf_count: 1024
  numSynthFlops: 1024
  netlist_area_um2: 47000
  ff_type: "edfxtp_1"
  synth_warnings: 1
  ys_sh_xor_pct: 0
  synth-async-reset-ratio_pct: 0
  synthAdderAreaFrac_pct: 0
  yosys.area.top_type_share_pct: 65.5
  synth_cell_type_count: 40
  netlist_top_cells_count: "1024 x edfxtp_1, 425 x mux4_2, 183 x mux2i_1, 104 x clkbuf_1, 65 x nand2_1"
  ys_sh_mux_pct: 24.9
  synth_area_leader_cell: "edfxtp_1"
  ys_seq_share_pct: 65.5
  synthTopLogicFamily: "multiplexers"
  simple_gate_area_share_pct: 1.94
  yosys_area_um2: 47000
  ys_cells: 2400
  synth.avg_cell_area_um2: 19.6
grt:
  grt_pass1_vias: 29400
  antenna_found_initial: 11
  grt-ovfl-total: 0
  grt_pass1_wl_um: 209000
  grt_max_degree: 60
  track_usage_pct: 20.1
[per-stage QoR]
step / hold WS, ns / setup WS (ns)
final: 1.27 / 0.157
after global routing: 1.28 / 0.0832
after CTS: 1.24 / 0.179
after detailed placement: 1.97 / 0.181
after global placement: 1.97 / 0.195
after floorplan: 1.24 / 1.85
[logic make-up (layout without fill, tap and decap cells)]
kind of cell	Yosys count	in the layout
DFF	1024	1024
muxes	632	632
AOI/OAI and AO/OA	331	331
buffers and inverters	226	539
and+or+nand+nor	187	187
other	0	3
[final cells by class]
| cell class | count | area share, % |
|---|---|---|
| clock inverters | 73 | 1.66 |
| diodes | 3 | 0.0135 |
| inverters | 25 | 0.178 |
| flip-flops and latches | 1024 | 55.4 |
| clock buffers | 125 | 4.95 |
| multi-input cells | 1150 | 27.8 |
| repair buffers | 316 | 5.30 |
| well taps | 2044 | 4.61 |
[cell usage in the layout, fill, tap and decap left out, types with 4 or more instances in the layout]
| master | instances |
|---|---|
| edfxtp_1 | 1024 |
| mux4_2 | 425 |
| buf_4 | 184 |
| mux2i_1 | 183 |
| clkbuf_16 | 107 |
| clkdlybuf4s50_1 | 105 |
| nand2_1 | 64 |
| a22o_1 | 62 |
| o22ai_1 | 55 |
| a211oi_1 | 47 |
| a21oi_1 | 46 |
| nor2_4 | 33 |
| nor3_1 | 31 |
| o221ai_1 | 31 |
| a2111oi_0 | 31 |
| clkinv_2 | 26 |
| inv_1 | 24 |
| a221oi_1 | 23 |
| a211o_1 | 23 |
| buf_12 | 22 |
| bufinv_16 | 20 |
| mux2_1 | 19 |
| clkbuf_1 | 18 |
| and2_1 | 12 |
| clkinv_1 | 12 |
| a32o_1 | 9 |
| nor4_1 | 8 |
| nand3b_1 | 7 |
| clkinvlp_4 | 6 |
| mux2_2 | 5 |
| inv_6 | 5 |
| nor2b_1 | 5 |
| nand3_1 | 4 |
| or3b_2 | 4 |
[final timing paths]
path	endpoint	slack (ns)	depth (start not counted)
worst max-delay path	regData1[4]	0.16	9
worst min-delay path	regData[16][21]	1.27	2
[power groups by stage]
stage	clock network [mW]	registers (mW)	logic (mW)
final	7.29	8.41	1.58
after global routing	7.68	8.42	1.68
after CTS	7.40	8.41	1.58
[repair_timing]
action,CTS,global route
endpoints found under the setup margin,0,1
resized,0,1
hold buffers,0,0
[metal layers]
metal / vias up / GRT usage (%) / part of all wire, %
met4: 26 / 4.33 / 2.9
met1: 13300 / 21.5 / 31
met5: - / 1.18 / 0.24
met2: 2009 / 29.4 / 46
met3: 299 / 18.1 / 20
li1: 10900 / - / -
Power is estimated from default activity; no workload was simulated.
